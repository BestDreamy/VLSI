File: run.sh
#!/bin/bash
# OpenROAD 26Q1-2900-gdf79404cd8, Yosys 0.63+post, stock flow scripts
make -C /OpenROAD-flow-scripts/flow DESIGN_CONFIG=/design/flow/config.mk WORK_HOME=/design/flow/orfs finish
File: config.mk
export PLATFORM = sky130hd
export DESIGN_NAME = multiplier
export DESIGN_NICKNAME = multiplier
export VERILOG_FILES = /design/flow/design.v
export SDC_FILE = /design/flow/constraint.sdc
export NUM_CORES = 4
export LEC_CHECK = 1
export CORE_AREA = 10 10 70 70
export DIE_AREA = 0 0 80 80
File: constraint.sdc
current_design multiplier

set clk_period 7.2
set clk_io_pct 0.2

create_clock -name clk0 -period $clk_period

set non_clock_inputs [all_inputs -no_clocks]
set_input_delay [expr $clk_period * $clk_io_pct] -clock clk0 $non_clock_inputs
set_output_delay [expr $clk_period * $clk_io_pct] -clock clk0 [all_outputs]
File: design.v
module full_adder (
	input wire a,
	input wire b,
	input wire ci,
	output wire s,
	output wire co
);
	wire co1, co0, s0;
	half_adder ha_ins0 (
		a, b, s0, co0
	);
	half_adder ha_ins1 (
		ci, s0, s, co1
	);
	assign co = co1 | co0;
endmodule
module half_adder (
	input wire a,
	input wire b,
	output wire s,
	output wire co	
);
	assign s = a ^ b;
	assign co = a & b;
endmodule
module multiplier (
	input wire[3: 0] a,
	input wire[3: 0] b,
	output wire[7: 0] z
);
	wire[3: 0] co[2: 0], s[2: 0];
	assign z[0] = a[0] & b[0];
	assign z[7: 1] = {co[2][3], s[2][3], s[2][2], s[2][1], s[2][0], s[1][0], s[0][0]};
	half_adder ha_ins00 (
		a[0]&b[1], a[1]&b[0], s[0][0], co[0][0]	
	);
	full_adder fa_ins01 (
		a[2]&b[0], a[1]&b[1], co[0][0], s[0][1], co[0][1]
	);
	full_adder fa_ins02 (
		a[3]&b[0], a[2]&b[1], co[0][1], s[0][2], co[0][2]
	);
	half_adder ha_ins03 (
		a[3]&b[1], co[0][2], s[0][3], co[0][3]
	);
	half_adder ha_ins10 (
		s[0][1], a[0]&b[2], s[1][0], co[1][0]
	);
	full_adder fa_ins11 (
		s[0][2], a[1]&b[2], co[1][0], s[1][1], co[1][1]
	);
	full_adder fa_ins12 (
		s[0][3], a[2]&b[2], co[1][1], s[1][2], co[1][2]
	);
	full_adder fa_ins13 (
		co[0][3], a[3]&b[2], co[1][2], s[1][3], co[1][3]
	);
	half_adder ha_ins20 (
		s[1][1], a[0]&b[3], s[2][0], co[2][0]
	);
	full_adder fa_ins21 (
		s[1][2], a[1]&b[3], co[2][0], s[2][1], co[2][1]
	);
	full_adder fa_ins22 (
		s[1][3], a[2]&b[3], co[2][1], s[2][2], co[2][2]
	);
	full_adder fa_ins23 (
		co[1][3], a[3]&b[3], co[2][2], s[2][3], co[2][3]
	);
endmodule
==> results.cfg <==
; implementation run metrics
[outcome]
status = complete, no violations

[grt]
grt-ovfl-total = 0
grt_antenna_before_repair = 0
number_of_global_route_vias_before_repair = 334
grt_util_all_layers_pct = 2.449
grt_first_pass_wirelength_mm = 1.352
largest_net_degree_at_the_start_of_global_routing = 5

[min_path]
min_delay_worst_type = input port to output port
holdCritStartpoint = b[1]

[timing]
drv_slew = 0
min_period_ps = 6899
max_slew_margin_pct = 89.80
rsz0062_at_grt = false
report.final.setup_viol = 0
period_used_pct = 95.82
max_clock_freq_ghz = 0.1450
final.setup.worst_slack_ps = 301.2
hold_violations = 0
slew_at_the_pin_closest_to_its_max_slew_limit_ps = 152.5

[synthesis]
yosys_cell_count = 45
synth-warning-count = 1
synth.yosys.seq_area_share_pct = 0
yosysChipArea_sq_um = 385.4
netlist-cell-type-count = 6
synth_area_per_cell_sq_um = 8.564
synth_area_leader_cell = sky130_fd_sc_hd__fa_1
top_area_cells_in_the_synthesized_netlist = sky130_fd_sc_hd__fa_1 (42%), sky130_fd_sc_hd__and2_1 (16%), sky130_fd_sc_hd__buf_4 (14%)
synth_area_sq_um = 385.4
netlist.area_leader.share_pct = 41.56
syn-instance-count = 45

[floorplan]
dieWidth_microns = 80
fp.coreArea_sq_um = 3416
pre_place_util_pct = 11.28
number_of_placement_rows = 21
fp.dieArea_sq_um = 6400
pin_count = 16
die_y_size_microns = 80

[worst_setup_path]
cp_slowest_stage_delay_ps = 480
worstPathCellList = clkdlybuf4s50_1 > and2_1 > ha_1 > inv_1 > fa_2 > fa_1 > inv_1 > fa_2 > fa_2 > inv_2 > fa_1 > inv_1 > fa_2 > inv_2 > fa_1 > inv_1 > clkdlybuf4s50_1
timing.critical_path.from = a[0]
worst-setup-path-type = input port to output port
crit_arrival_ps = 5460
crit_path_start_kind = input port
critPathTopFamily = adder cells
end_kind = output port
critical_path_rt_ps = 5760
critPathSlowestCell = sky130_fd_sc_hd__fa_1
critical_path.max_fanout = 2
timing.critical_path.buf_inv = 8

[detailed_routing]
n_antenna_cell = 0
routed_wire_length_per_instance_microns = 7.413
routed_via_density = 2.875
num_vias = 299
antenna_violating_nets_post_route = 0
drt_first_iter_violations = 1
drt_drc_violations_left = 0
wl_microns = 771
first_pass_iters = 2

[finish]
area.growth.synth_to_final_pct = 54.87
n_fill_cell = 382
clkbuf_count = 0
flop-count = 0
final-seq-area_sq_um = 0
layout.cells.most_common_list = sky130_fd_sc_hd__clkdlybuf4s50_1 (13), sky130_fd_sc_hd__and2_1 (10), sky130_fd_sc_hd__inv_1 (8)
post_route_cells_drive_above_1_share_pct = 18.97
final_common_cell = sky130_fd_sc_hd__clkdlybuf4s50_1
multiInputGateArea_sq_um = 307.8
non_filler_instance_count_after_layout = 104

[placement]
portBuffers = 16
detailed_placement_hpwl_microns = 750.6
place_worst_setup_slack_ps = -401.7
globalplace.congestion = 0.7482
number_of_cells_in_the_design_after_placement = 104

[pwr]
p_leak_uw = 0.0002784
pwr_dens_nw_per_um2 = 70.63
max-vdd-ir-drop_v = 0.000008350

[job]
warning_count = 32
maxCapViolations = 0

[clock_network]
cts_setup_buffers = 0
cts.hold.buffers_added = 0
-- final cells by class --
| cell class | count | area share [%] |
|---|---|---|
| Multi-Input combinational cell | 28 | 51.57 |
| Timing Repair Buffer | 20 | 32.49 |
| Tap cell | 46 | 9.644 |
| Inverter | 10 | 6.289 |
-- through the flow --
step	hold slack (ps)	instance area [sq um]	utilization, %	setup TNS, ps	total power (uW)
final	3710	596.8	17.47	0	42.16
after global placement	3982	580.6	17.00	-569.6	44.00
after global routing	3762	596.8	17.47	0	48.77
after floorplan	2952	385.4	-	0	26.21
after detailed placement	3977	580.6	17.00	-546.8	43.49
after CTS	3870	589.3	17.25	0	44.69
-- Yosys cell counts (all sizes together) --
| master | instances |
|---|---|
| nand2 | 6 |
| buf | 7 |
| fa | 8 |
| and2 | 10 |
| inv | 10 |
| ha | 4 |
-- final timing paths --
path | end | slack (ps) | depth (start not counted)
hold / removal | z[1] | 3710 | 4
setup / recovery | z[7] | 300 | 17
-- timing repair --
action                     CTS  global route
pin swaps                    3             7
cloned                       0             0
setup endpoints to repair    2             2
resized                      6             4
-- power by group --
| group | switching, uW | leakage (uW) | internal (uW) |
|---|---|---|---|
| Clock | 0 | 0 | 0 |
| Combinational | 14.0 | 0.000278 | 28.2 |
| Sequential | 0 | 0 | 0 |
-- metal layers --
| layer | wire (microns) | part of all wire [%] | track usage, % | vias to the layer above |
|---|---|---|---|---|
| li1 | - | - | - | 148 |
| met1 | 318 | 41 | 2.783 | 145 |
| met2 | 415 | 54 | 5.056 | 6 |
| met3 | 37 | 4.8 | 0.1136 | 0 |
| met4 | 0 | 0 | 0 | 0 |
| met5 | 0 | 0 | 0 | - |
-- kinds of logic after synthesis --
| group | after synthesis | share of synthesized area (%) |
|---|---|---|
| adders and majority gates | 12 | 54.55 |
| buffers and inverters | 17 | 23.38 |
| and+or+nand+nor | 16 | 22.08 |
Power and IR drop assume default switching activity.
